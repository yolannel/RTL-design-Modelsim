`/design/flow/config.mk`:
```
export PLATFORM = sky130hd
export DESIGN_NAME = pc
export DESIGN_NICKNAME = pc
export VERILOG_FILES = /design/flow/design.v
export SDC_FILE = /design/flow/constraint.sdc
export NUM_CORES = 4
export LEC_CHECK = 1
export CORE_AREA = 10 10 70 70
export DIE_AREA = 0 0 80 80
```
`/design/flow/design.v`:
```
module pc(input logic clk, reset,
 output logic [7:0] count);
always_ff @ (posedge clk)
begin
if (reset) count <= 8'b0;  
else count <= count + 1;  
end
endmodule
```
`/design/flow/constraint.sdc`:
```
current_design pc

set clk_period 1.4
set clk_io_pct 0.2

create_clock -name clk0 -period $clk_period [get_ports {clk}]

set non_clock_inputs [all_inputs -no_clocks]
set_input_delay [expr $clk_period * $clk_io_pct] -clock clk0 $non_clock_inputs
set_output_delay [expr $clk_period * $clk_io_pct] -clock clk0 [all_outputs]
```
`/design/flow/run.sh`:
```
#!/bin/bash
# OpenROAD 26Q1-2900-gdf79404cd8, Yosys 0.63+post, stock flow scripts
make -C /OpenROAD-flow-scripts/flow DESIGN_CONFIG=/design/flow/config.mk WORK_HOME=/design/flow/orfs finish
```
==> run summary <==
fresh numbers from the pnr run: largest net degree at the start of global routing=9, Pre-antenna DRT Iters=4, Tool Warnings=25, CP Launch Point=count[6]$_SDFF_PP0_, # diodes=0, # setup viols final=0, register area share after synthesis=52.7%, Post-DP Area=448 um^2, sw power=0.0893 mW, Iteration-0 DRC Markers=4, CP Capture Type=output port, startpoint class of the critical path=flop, Top cells excl fill/tap=clkdlybuf4s50_1, nor2_1, dfxtp_4, dfxtp_2, buf_4, CP required=1.12 ns, Die Y=80 um, area share, top type=52.7%, # IOs=10, syn avg cell area=9.21 um^2, initial antenna violation count=0, max_slew headroom=80.2%, CTS H-tree lvls=1, logic gate share of total power=7.6%, number of max-cap violations=0, final hold violations=0, crit path DAT=1.07 ns, vias per inst=2.98, port bufs=9, Critical-path top delay cell=clkdlybuf4s50_1, DIE WIDTH=80 um, Pwr per Cell Area=849 nW/um^2, leading area contributor after synthesis=dfxtp_1, most frequent logic cell in the layout=clkdlybuf4s50_1, Registers, synthesis=8, area grow syn2layout=71.2%, synth warn=1, setup_tns=0 ns, top cells, area=dfxtp_1, or3_1, xnor2_1, a21oi_1, o21ai_0, Clk pwr share=38.3%, clk sinks=8, reg2reg start=count[0]$_SDFF_PP0_, Final HPWL DP=578 um, routed length per instance=8.54 um, TritonCTS clock tree=yes, die area=6400 um^2, global route overflow=0, TritonCTS Buffers=3, leakage power=0.174 nW, core area=3420 um^2, Setup CP Type=reg -> out, Top Registers=count x8, post-synthesis cell type count=15, total wire length=803 um, Syn Std Cell Area=304 um^2, CP max FO=4, worst hold path type=reg -> reg, Hold Path Origin=count[0]$_SDFF_PP0_, CTS clock-pin slew for the worst setup and hold paths=0.05 ns, Max Buffers Root-to-Sink=2, routed via count=280, layout cells sized above 1=33.3%, Reg with most FFs=count, peak supply drop=0.000580 V, Placer Congestion=0.665, internal power=0.352 mW, Seq pwr share=54.2%, Final Max Slew Viols=0, CP bufs+invs=1, Init Core Util=8.90%, cell family with most CP delay=buffers and inverters, Syn Inst Count=33, GRT Util Overall=2.49%, largest stage delay on the critical path=0.47 ns, clk latency of the worst-skew pair=0.25 ns, Rows=21, number of cells in Yosys stat=33, status=complete, no violations, root buf cell=clkbuf_4, critical path, cell by cell=clkdlybuf4s50_1, Clock Skew=0.00128 ns, R2R Setup Slk=0.16 ns, max reg flops=8, FMAX=740 MHz, number of global-route vias before repair=270, Design Area, Final=520 um^2, fin crit share=96.6%, antenna-violating nets left=0, Sw Share=20.2%, drt drc=0, Worst-Margin Slew=0.296 ns, first-pass GRT wire length=1220 um, Yosys Chip Area=304 um^2, Tmin final=1.35 ns
synthesized netlist by cell type:
library cell and instances:
xor2_1 1, or3_1 3, nor2_1 4, a21oi_1 3
nand3_1 2, nand2_1 1, o21ai_0 3, nand4_1 1
dfxtp_1 8, ha_1 1, inv_1 1, and3_2 1
nor2b_1 1, clkbuf_1 1, xnor2_1 2
cells by family after synthesis:
| logic type | count (synthesis) | share of synthesized area (%) |
|---|---|---|
| DFF | 8 | 52.7 |
| buffers and inverters | 2 | 2.47 |
| and+or+nand+nor | 13 | 22.2 |
| xor gates and xnor gates | 3 | 8.64 |
| AOI/OAI and AO/OA | 6 | 9.87 |
| adders and majority gates | 1 | 4.11 |
per-layer routing:
layer  vias up  global-route usage (%)  wire length (um)
li1        146                       -                 -
met1       121                    3.23               407
met2        13                    2.73               253
met3         0                    2.73               141
met4         0                   0.176                 0
met5         -                       0                 0
power groups by stage:
stage                 clock, mW  sequential (mW)  combinational (mW)
after global routing      0.191            0.240              0.0378
final                     0.169            0.239              0.0334
after CTS                 0.175            0.244              0.0305
repair_timing:
item | 4_1_cts | 5_1_grt
setup buffers | 0 | 4
endpoints found under the setup margin | 6 | 7
hold buffers | 0 | 0
resized | 6 | 6
worst paths after layout:
check / depth (start not counted) / end
worst max-delay path: 1 / count[6]
worst min-delay path: 1 / count[0]$_SDFF_PP0_
worst max register to register: 4 / count[6]$_SDFF_PP0_
worst min register to register: 1 / count[0]$_SDFF_PP0_
layout make-up:
class                           count  area, um^2
Fill cell                         395        2900
Clock buffer                        3        22.5
Multi-Input combinational cell     23         136
Timing Repair Buffer               13         120
Sequential cell                     8         180
Tap cell                           46        57.6
Inverter                            1        3.75
stage by stage:
| step | worst slack [ns] | power [mW] | hold slack [ns] | util (%) | cells |
|---|---|---|---|---|---|
| 6_report | 0.0481 | 0.442 | 0.438 | 15.2 | 94 |
| 5_1_grt | -0.00116 | 0.469 | 0.456 | 15.2 | 94 |
| 4_1_cts | 0.00779 | 0.450 | 0.445 | 14.0 | 90 |
| 3_5_place_dp | 0.127 | 0.277 | 0.463 | 13.1 | 87 |
| 3_3_place_gp | 0.167 | 0.277 | 0.450 | 13.1 | 87 |
| 2_1_floorplan | 0.231 | 0.258 | 0.426 | - | 33 |
Power is estimated from default activity; no workload was simulated.
