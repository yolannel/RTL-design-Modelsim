==> ./config.mk <==
export PLATFORM = sky130hd
export DESIGN_NAME = reg_file_alu
export DESIGN_NICKNAME = reg_file_alu
export VERILOG_FILES = /design/flow/design.v
export SDC_FILE = /design/flow/constraint.sdc
export NUM_CORES = 4
export LEC_CHECK = 1
export CORE_UTILIZATION = 30
==> ./constraint.sdc <==
current_design reg_file_alu

set clk_period 9.8
set clk_io_pct 0.2

create_clock -name clk0 -period $clk_period [get_ports {clk}]

set non_clock_inputs [all_inputs -no_clocks]
set_input_delay [expr $clk_period * $clk_io_pct] -clock clk0 $non_clock_inputs
set_output_delay [expr $clk_period * $clk_io_pct] -clock clk0 [all_outputs]
==> ./design.v <==
module reg_file(input logic [3:0] RA1, RA2, WA,
 input logic signed[7:0] data_in,
 input logic clk, write_enable,
 output logic signed[7:0] data_out1, data_out2);
logic signed[7:0] rf [0:15];
assign data_out1 = rf[RA1];  
assign data_out2 = rf[RA2];  
always @ (posedge clk)  
  if (write_enable)
     rf[WA] <= data_in;
endmodule 
module alu(input logic signed[7:0] a,
 input logic signed[7:0] b,
 output logic signed[7:0] ALUResult,
 input logic [1:0] ALUControl);
always_comb
begin
 case(ALUControl)
 2'b00 : ALUResult = a & b;  
 2'b01 : ALUResult = a | b;  
 2'b10 : ALUResult = a + b;  
 2'b11 : ALUResult = a - b;  
 default : ALUResult = 8'b0;
 endcase
end
endmodule
module reg_file_alu(
	input logic [3:0]RA1,RA2,WA,
	input logic signed[7:0]external_data_in,
	input logic [1:0]ALUcontrol,
	input logic clk,regwrite,ALUsrc,
	output logic signed[7:0] ALUresult
	);
reg signed[7:0] RD1, RD2; 
reg signed[7:0] mux_out; 
reg_file step1(RA1, RA2, WA, ALUresult, clk, regwrite, RD1, RD2);
assign mux_out = (ALUsrc) ? external_data_in : RD2; 
alu step2(RD1,mux_out,ALUresult,ALUcontrol);
endmodule
==> ./run.sh <==
#!/bin/bash
# OpenROAD 26Q1-2900-gdf79404cd8, Yosys 0.63+post, stock flow scripts
make -C /OpenROAD-flow-scripts/flow DESIGN_CONFIG=/design/flow/config.mk WORK_HOME=/design/flow/orfs finish
==> run notes <==
run metrics: Clock Root Buffer clkbuf_16, gp weighted congestion 0.961, final worst-path setup slack between 500 and 600 ps, actual slew at the worst max-slew pin slightly below 900 ps, setup TNS 0 ps, biggest regs step1.rf (128), post-route ant nets 0, DP Wirelength 12300 µm, Init Core Util 31.0%, post-synth top area cell edfxtp_1, grt met1 use 18.6%, initial antenna violation count 0, CTS tree built, Mux area share around 24%, hold buffers post-CTS 0, # IOs 33, core area 22100 µm², Syn Inst Count 436, DP Area 7700 µm², Place WS 569 ps, Largest register FFs 128, Registers, synthesis about 130, CTS resizes 0, met3 GRT Util 11.5%, critical path class in2out, row count 54, Initial DRC Count 291, first-pass GRT wire length roughly 27000 µm, count leader, synth edfxtp_1, Antenna diodes 0, First-pass DRT Iterations 7, Avg WL per Cell 22.1 µm, GR peak layer met2, P&R area growth vs syn 21.4%, reg-to-reg setup timing slack 5280 ps, top area contributor share 56.1%, Post-CTS Setup Repair Bufs 0, Yosys Warn Count 3, Critical Path RT 7840 ps, number of port buffers 32, fillers ~2000, Seq/Total Area, Yosys a little under three fifths, ys flop type edfxtp_1, top cells by count, synth 128 x edfxtp_1, 55 x mux4_2, 36 x mux2i_1, 29 x nor2_1, 20 x nand2_1, H-tree levels 4, Async S/R FF share, synth 0%, setup violators final 0, Die ar. 23500 µm², PD cells 192 nW/µm², Synth Area in Adders under 10%, CP Data Arrival Time around 7300 ps, FF-to-FF path depth 16, Max Fanout on Critical Path 17, Flop area just under 4000 µm², Post-Route WL 17500 µm, Cell Area, Synth just under 7000 µm², HP Class reg2reg, Worst Setup SP RA2[2], Clock Skew 13.1 ps, grt met2 use about a quarter, Synth Area per Inst 15.7 µm², count of final hold-check violations 0, maximum vdd drop 0.0969 mV, Top cells by area edfxtp_1 56%, mux4_2 18%, mux2i_1 5.3%, ha_1 1.8%, nor2_1 1.6%, CTS buffer count 17, CTS Sinks 128, fmax 108 MHz, Yosys Chip Area 6850 µm², Slew HR 41.3%, status finished, final reports clean, part of the cycle the worst path needs 94.1%, Unique masters post-synth 57, Log Warnings 27, unrepaired setup endpoints after global routing false, fraction of layout cells with a size suffix above 1 26.9%, number of global-route vias before repair 4686, total number of vias between 4000 and 5000, yosys simple share under 10%, largest net degree at the start of global routing 33, Die X 153 µm, CTS Buffer Depth 2, Dominant combinational family multiplexers, Post-synth EDFFs 128, CP endpoint kind output port, reg2reg start step1.rf[7][4]$_DFFE_PP_, drc violations 0, Most flops, register step1.rf, MI comb area approximately 2900 µm², total grt overflow 0, All-Layer GR Usage between 10% and 20%, Reg clk slew, reported paths 60 ps, final instance area 8320 µm², end of the critical path ALUresult[7], MaxCap Viol Count 0, CP Launch Type primary input, Leak 0.00285 µW, reg-to-reg critical path endpoint step1.rf[8][7]$_DFFE_PP_, clock latency (worst-skew pair) roughly 410 ps, Slew Limit Fails 0, cell count in the Yosys report around 440, yosys xor share around 1.3%, DIE HEIGHT 153 µm, Via-to-Cell Ratio 5.41, Compound Share, Synth 5.39%, crit path time final 9220 ps
[power breakdown]
part | switching (µW) | internal [µW] | leakage (µW) | total [µW]
registers | 4.71 | 661 | 0.00115 | 666
logic | 158 | 130 | 0.00140 | 288
clock network | 221 | 424 | 0.000296 | 646
total | 384 | 1220 | 0.00285 | 1600
[layout by cell type, fill, tap and decap left out, drive strengths merged, types with 4 or more instances in the layout]
| master | Yosys | final |
|---|---|---|
| inv | 7 | 8 |
| a22oi | 12 | 12 |
| clkinv | 0 | 6 |
| buf | 16 | 42 |
| mux2i | 36 | 36 |
| nand3 | 8 | 8 |
| clkbuf | 11 | 18 |
| nor2b | 5 | 5 |
| clkdlybuf4s50 | 0 | 30 |
| o21ai | 7 | 7 |
| xor2 | 5 | 5 |
| mux4 | 57 | 57 |
| nor2 | 29 | 29 |
| edfxtp | 128 | 128 |
| ha | 10 | 10 |
| maj3 | 5 | 5 |
| xnor2 | 5 | 5 |
| a21oi | 11 | 11 |
| o22ai | 4 | 4 |
| nand2b | 7 | 7 |
| nor3 | 8 | 8 |
| nand2 | 21 | 21 |
| bufinv | 0 | 4 |
[cell families (layout without fill, tap and decap cells)]
kind of cell | count (synthesis) | in the layout
adder cells (fa/ha/maj) | 16 | 16
AND-OR/OR-AND | 54 | 54
AND/OR/NAND/NOR | 99 | 99
multiplexers | 95 | 95
buffers and inverters | 34 | 111
flip-flops | 128 | 128
XOR/XNOR | 10 | 10
[worst min path at each step]
stage / from / to / slack, ps / cells after the start
final: step1.rf[13][2]$_DFFE_PP_ / step1.rf[0][2]$_DFFE_PP_ / 1430 / 7
after global routing: step1.rf[14][2]$_DFFE_PP_ / step1.rf[7][2]$_DFFE_PP_ / 1510 / 5
after CTS: step1.rf[14][2]$_DFFE_PP_ / step1.rf[0][2]$_DFFE_PP_ / 1440 / 5
[critical path, cell delays in order]
cell and delay, ps:
clkdlybuf4s50_1 860, mux4_1 630, mux2_2 270, and3_1 180
a211o_1 300, nor4b_4 420, a21oi_1 100, xnor2_1 160
ha_1 340, nor3_1 180, nor2_1 60, o41ai_1 60
buf_4 220, or4b_2 600, a31oi_1 220, nor4_2 50
buf_4 200, clkdlybuf4s50_1 450
[metal layers]
metal | vias up | part of all wire [%]
met5 | - | 0
met4 | 0 | 1.0
met3 | 17 | 14
met2 | 241 | 49
met1 | 2117 | 36
li1 | 1915 | -
[cell type report]
type / count / area share (%)
Tap cell: 280 / 4.21
Inverter: 7 / 0.316
Timing Repair Buffer: 72 / 7.49
Multi-Input combinational cell: 274 / 34.4
Clock buffer: 18 / 5.16
Sequential cell: 128 / 46.2
Clock inverter: 14 / 2.27
[stage by stage]
stage          util (%)  hold WS (ps)  power [µW]  instances
2_1_floorplan         -          1240         850        436
3_3_place_gp       34.9          1420         960        761
3_5_place_dp       34.9          1420         964        761
4_1_cts            37.7          1440        1610        793
5_1_grt            37.7          1510        1660        793
6_report           37.7          1430        1600        793
Power figures rest on the tool's default switching activity, not on a simulated workload.
