## ./design.v

```verilog
module adder(
	input logic [3:0] a,
	input logic clk,
	input logic reset,
	output logic[3:0] b,
	output logic c_out);
logic[3:0] s;
logic temp_c;
always_comb {c_out, s} <= b + a;
always_ff @ (posedge clk)
begin
if (reset) b <= 4'b0;
else
	begin
	 b <= s;
	end
end
endmodule
module binToGrey (input logic[3:0] binary,
		  output logic[3:0] grey);
assign grey[3] = binary[3];
assign grey[2] = binary[3] ^ binary[2];
assign grey[1] = binary[2] ^ binary[1];
assign grey[0] = binary[1] ^ binary[0];
endmodule
module greyCounter(
	input logic unsigned[3:0] a,
	input logic clk,
	input logic reset,
	output logic[3:0] g,
	output logic c_out);
logic [3:0] b;
adder sys1(a,clk,reset,b,c_out);
binToGrey sys2(b,g);
endmodule
```

## ./run.sh

```bash
#!/bin/bash
# OpenROAD 26Q1-2900-gdf79404cd8, Yosys 0.63+post, stock flow scripts
make -C /OpenROAD-flow-scripts/flow DESIGN_CONFIG=/design/flow/config.mk WORK_HOME=/design/flow/orfs finish
```

## ./config.mk

```make
export PLATFORM = sky130hd
export DESIGN_NAME = greyCounter
export DESIGN_NICKNAME = greyCounter
export VERILOG_FILES = /design/flow/design.v
export SDC_FILE = /design/flow/constraint.sdc
export NUM_CORES = 4
export LEC_CHECK = 1
export CORE_AREA = 10 10 70 70
export DIE_AREA = 0 0 80 80
```

## ./constraint.sdc

```tcl
current_design greyCounter

set clk_period 4.3
set clk_io_pct 0.2

create_clock -name clk0 -period $clk_period [get_ports {clk}]

set non_clock_inputs [all_inputs -no_clocks]
set_input_delay [expr $clk_period * $clk_io_pct] -clock clk0 $non_clock_inputs
set_output_delay [expr $clk_period * $clk_io_pct] -clock clk0 [all_outputs]
```

==> run summary <==
Implementation results

The run finished with clean final reports. The maximum number of pins on one net before global-route repair is 6. The post-route netlist has 12.5% of its cells at a drive strength greater than 1. STA lists the endpoint of the worst register-to-register path as sys1.b[3]. STA classifies the critical path startpoint as an input pin.

The post-CTS setup repair buffer count is 0. For this run the detailed placement stage logged an HPWL of 493 µm. The quantity of I/O buffers inserted on ports is 10. Hold repair after CTS inserted 0 buffers. Per STA, the library cell used most along the worst path is sky130_fd_sc_hd__clkdlybuf4s50_1.

According to the floorplan report, the die width is 80 µm. The number of global-route vias before repair was 212. The register with the most flip-flops in the layout has 4 of them.

The vias per cell is 2.56. The first detailed-routing pass took 2 iterations. The floorplan utilization is 8.06%.

Per the post-run analysis, buffers plus inverters along the critical path come to 3. Per the detail_route report, the via count comes to 220. In this run the worst setup path begins at a[0]. The post-route antenna net violation count is 0.

The total grt overflow is 0. The number of diodes added for antenna fixing is 0. The cell with the largest stage delay on the worst path is sky130_fd_sc_hd__clkdlybuf4s50_1.

The area reported by Yosys stat is 275 µm². In the final layout, the registers with the most flip-flops are sys1.b: 4 flops. The main area contributors are sky130_fd_sc_hd__dfxtp_1, sky130_fd_sc_hd__ha_1, sky130_fd_sc_hd__xor2_1. The wire length of the first global-routing pass is 883 µm.

The final number of setup-violating endpoints is 0. The deepest clock path buffer count is 2. The final routed wire length divided by cell count is 6.45 µm.

The maximum operating frequency is 280 MHz. The distinct cell type count of the synthesized netlist is 14. The register with the highest flop count is sys1.b. The startpoint identified for the worst hold timing path is sys1.b[0].

The tool flagged a number of max-cap violations equal to 0. Summed over all cells, the static leakage comes to 0.193 nW. The residual DRC count is 0.

The post-synth register bit count is 4. The aggregate negative setup slack is 0 ns. The average instance in the mapped netlist occupies 9.83 µm². The family of cells with the greatest summed delay on the critical path is buffers and inverters. STA classifies the critical path endpoint as an output pin. The worst reg2reg path depth is 4. The core area is 0.00342 mm². The fraction of synthesized cell area taken by the top area cell type is 29.1%. The number of CTS-inserted buffers is 3. For this run, the slowest stage of the critical path takes 0.47 ns. CTS placed an instance of sky130_fd_sc_hd__clkbuf_4 at the clock tree root. The final timing summary puts the cycle share of the worst path at 83.1%. The sequential element share of the synthesized area is 29.1%. The final layout report lists a filler cell count of 388. The number of warning messages in the logs is 25. In this run the worst hold path is classified as reg -> reg. The peak supply drop is 38.9 µV. Counting the warning lines in the Yosys log gives 1. STA puts the critical path data required time at 3.44 ns. In this run, the number of DRC markers left after iteration 0 of detailed routing was 3. The critical setup path kind is in -> out. The final standard cell utilization of the core is 13.1%. At the pin with the least slew margin, the transition time is 0.196 ns. The gate count of the mapped netlist is 28. The sum of routed wire length over all layers is 555 µm.

The skew report gives the latency at the later pin of the worst-skew pair as 0.23 ns. The clock transition at the registers of the reported paths is 0.04 ns. The die covers 0.00640 mm². After synthesis the cells add up to 275 µm². The number of cells upsized or downsized after cts is 0. The power per cell area is 360 mW/mm². The end of the critical path is c_out. The area growth from synthesis to layout is 62.7%. After layout, the minimum clock period comes to 3.57 ns. The global-route usage over all layers is 1.69%. The largest fanout on the critical path is 2.

The worst-case headroom to the max-slew limit is 86.9%. The number of top-level design ports is 11. The clock net sink count is 4. At the end of routability-driven placement, the weighted congestion stood at 0.666. The initial antenna violation count is 0. The die is 80 µm tall. The final-report hold violation count is 0.

Setup repair after global routing left no endpoint under its margin. Per STA, the worst path is made up of clkdlybuf4s50_1 -> ha_1 -> inv_1 -> fa_1 -> nor2b_1 -> o21ai_0 -> nand2b_1 -> clkdlybuf4s50_1. The yosys cell count is 28. Pins over their slew limit in the final report were tallied at 0.

After floorplanning, the core was divided into 21 placement rows. According to the timing report, the arrival time at the worst endpoint equals 2.71 ns. The CTS tree is yes. CTS built an H-tree with a depth of 1. The worst setup slack for register-to-register paths is 2.90 ns. The launch point of the worst register-to-register path is recorded as sys1.b[1]. The worst clock skew is 0.00284 ns.

The dominant cell type by area after synthesis is sky130_fd_sc_hd__dfxtp_1. The critical path runs through a total of 8 cells.
[how the worst min path moves through the flow]
stage                        to  slack, ns  depth (start not counted)
after CTS             sys1.b[0]       0.61                          2
after global routing  sys1.b[0]       0.66                          2
final                 sys1.b[0]       0.61                          2
[synth_stat cells]
cell	count
sky130_fd_sc_hd__dfxtp_1	4
sky130_fd_sc_hd__nor3_1	1
sky130_fd_sc_hd__nand2b_1	1
sky130_fd_sc_hd__nor2_1	2
sky130_fd_sc_hd__inv_1	3
sky130_fd_sc_hd__buf_4	1
sky130_fd_sc_hd__ha_1	4
sky130_fd_sc_hd__xor2_1	3
sky130_fd_sc_hd__mux2_4	1
sky130_fd_sc_hd__fa_1	1
sky130_fd_sc_hd__a21oi_2	1
sky130_fd_sc_hd__a21o_1	1
sky130_fd_sc_hd__nor2b_1	4
sky130_fd_sc_hd__o21ai_0	1
[cell type report]
type                    instances  area, µm²  share of cell area, %
well taps                      46       57.6                   12.8
clock buffers                   3       22.5                   5.03
flip-flops and latches          4       80.1                   17.9
repair buffers                 10        100                   22.3
multi-input cells              20        176                   39.4
inverters                       3       11.3                   2.51
[kinds of logic (layout without fill, tap and decap cells)]
| family | after synthesis | count (layout) | synth area share [%] |
|---|---|---|---|
| AOI/OAI and AO/OA | 3 | 3 | 7.73 |
| xor gates and xnor gates | 3 | 3 | 9.55 |
| adders and majority gates | 5 | 5 | 25.5 |
| buffers and inverters | 4 | 16 | 6.82 |
| DFF | 4 | 4 | 29.1 |
| muxes | 1 | 1 | 5.45 |
| and+or+nand+nor | 8 | 8 | 15.9 |
[per-layer routing]
metal	wire length (µm)	global-route usage, %
met1	201	1.73
met2	234	2.49
met3	119	1.25
met4	0	0.880
met5	0	0
[where the power goes]
part           switching [mW]  leakage [nW]  internal [mW]
registers             0.00644        0.0334         0.0440
clock network          0.0151        0.0138         0.0312
logic                  0.0184         0.146         0.0460
total                  0.0399         0.193          0.121
[per-stage QoR]
stage / hold slack (ns) / total power, mW / setup WS, ns / instance area [µm²] / instances
floorplan: 0.566 / 0.0818 / 1.78 / 275 / 28
global placement: 0.585 / 0.115 / 0.739 / 425 / 83
detailed placement: 0.604 / 0.117 / 0.705 / 425 / 83
CTS: 0.612 / 0.166 / 0.702 / 448 / 86
global route: 0.657 / 0.178 / 0.596 / 448 / 86
finish: 0.612 / 0.161 / 0.728 / 448 / 86
[tightest hold or removal path, cell delays in order, from the launching register on]
cell and delay [ns]:
sky130_fd_sc_hd__dfxtp_1 0.34, sky130_fd_sc_hd__ha_1 0.12, sky130_fd_sc_hd__nor2b_1 0.11
[cells in the final DEF (no fill, tap or decap)]
master / synthesis / layout
sky130_fd_sc_hd__nand2b_1: 1 / 1
sky130_fd_sc_hd__fa_1: 1 / 1
sky130_fd_sc_hd__nor3_1: 1 / 1
sky130_fd_sc_hd__mux2_4: 1 / 1
sky130_fd_sc_hd__ha_1: 4 / 4
sky130_fd_sc_hd__inv_1: 3 / 3
sky130_fd_sc_hd__clkbuf_4: 0 / 3
sky130_fd_sc_hd__nor2_1: 2 / 2
sky130_fd_sc_hd__a21oi_2: 1 / 1
sky130_fd_sc_hd__o21ai_0: 1 / 1
sky130_fd_sc_hd__dfxtp_1: 4 / 4
sky130_fd_sc_hd__xor2_1: 3 / 3
sky130_fd_sc_hd__clkdlybuf4s50_1: 0 / 10
sky130_fd_sc_hd__a21o_1: 1 / 1
sky130_fd_sc_hd__nor2b_1: 4 / 4
Power is estimated from default activity; no workload was simulated.
